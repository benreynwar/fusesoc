$ cat ./run.sh
#!/bin/bash
# OpenROAD 26Q1-2900-gdf79404cd8, Yosys 0.63+post, stock flow scripts
make -C /OpenROAD-flow-scripts/flow DESIGN_CONFIG=/design/flow/config.mk WORK_HOME=/design/flow/orfs finish
$ cat ./config.mk
export PLATFORM = sky130hd
export DESIGN_NAME = spi_slave
export DESIGN_NICKNAME = spi_slave
export VERILOG_FILES = /design/flow/design.v
export SDC_FILE = /design/flow/constraint.sdc
export NUM_CORES = 4
export LEC_CHECK = 1
export CORE_AREA = 10 10 74 74
export DIE_AREA = 0 0 84 84
$ cat ./constraint.sdc
current_design spi_slave

set clk_period 2.8
set clk_io_pct 0.2

create_clock -name clk0 -period $clk_period [get_ports {clk}]

set non_clock_inputs [all_inputs -no_clocks]
set_input_delay [expr $clk_period * $clk_io_pct] -clock clk0 $non_clock_inputs
set_output_delay [expr $clk_period * $clk_io_pct] -clock clk0 [all_outputs]
$ cat ./design.v
module spi_slave
  #(parameter INIT_VALUE = 8'd0)
   (
    input            clk,
    input            rst,
    input            sclk_i,
    input            mosi_i,
    output           miso_o = 1'b0,
    input            cs_n_i,
    output reg [7:0] gpio_o);
   reg     sclk_r;
   wire    sclk_edge = ~cs_n_i & sclk_r & ~sclk_i;
   reg [2:0] cnt;
   always @(posedge clk) begin
      sclk_r <= sclk_i;
      if (cs_n_i)
        cnt <= 3'd0;
      else if (sclk_edge) begin
         cnt <= cnt + 1'd1;
         gpio_o[cnt] <= mosi_i;
      end
      if (rst) begin
         cnt <= 3'd0;
         sclk_r <= 1'd1;
         gpio_o <= INIT_VALUE;
      end
   end
endmodule
==> Changelog: implementation <==
### Implementation results

* Status: complete, no violations
* Yosys Warn Count at 1
* Tightest Hold Check Type: reg -> reg
* Hold Path Sink: gpio_o[4]$_SDFFE_PP0P_
* Main flop type: dfxtp_1
* Worst R2R Path Depth at 5
* Fillers at around 430
* Clk latency late pin at 0.24 ns
* Detailed Place HPWL at 1200 um
* Post-place instance area at 830 um^2
* Top-count cell post-synth: dfxtp_1
* TritonCTS Sinks at 12
* Post-CTS Setup Inserts at 0
* Max-cap viol count at 0
* Minimum clock period at 1.84 ns
* Final instance area at ~870 um^2
* Quantity of hold-fixing buffers added after cts at 0
* TritonCTS buffer count at 3
* Htree depth at 1
* Worst vdd ir at between 0.1 and 0.15 mV
* I/O Pins at 14
* Pin count of the biggest net entering global routing at 10
* First-pass GRT wire length at between 2000 and 3000 um
* Clk root buf: clkbuf_8
* CP Launch Type: flop
* Setup_tns at 0 ns
* Initial antenna violation count at 0
* Routability Congestion at 0.922
* Reg area at around 240 um^2
* Global route overflow at 0
* Iteration count of the initial detailed-routing pass at 5
* Distinct lib cells at 30
* Fmax at 0.545 GHz
* Logic area at 388 um^2
* Initial drt markers at 21
* RSZ-0062 raised after global routing: false
* Crit path from: cnt[0]$_SDFFE_PP0N_
* DR WL/cell at 12.0 um
* R2R Setup Slk at ~0.96 ns
* Crit end category: flop
* CP Data Arrival Time at 1.96 ns
* Seq share, synth at 0.358
* Number of global-route vias before repair at 532
* Worst Min Path Start: gpio_o[4]$_SDFFE_PP0P_
* Req. time, crit path at 2.93 ns
* Fin Clk Skew at 0.00466 ns
* Top cells by count, synth: 12 x dfxtp_1, 5 x ha_1, 5 x inv_1
* Die y size at about 84 um
* Worst-path clk slew at roughly 0.050 ns
* Top cell area share at 0.358
* Initial Util at 0.169
* CTS tree: built
* Cell area leaders: dfxtp_1 36%, ha_1 9.3%, a32o_1 6.0%
* Yosys Instances at 66
* OpenROAD warnings at 29
* DR vias/cell at between 4 and 5
* Synth area leader: dfxtp_1
* Synth-to-Final Area Change at 29.9%
* Crit Path Category: reg -> reg
* Port Buffers at 12
* Via count at 532
* Die width at 84 um
* Final Hold Violation Tally at 0
* Tcrit/Tclk final at 0.655
* Final Setup Violations at 0
* CP Max Fanout at 8
* Cts repair resizes at 0
* Leak at 0.325 nW
* YS chip area at 671 um^2
* Syn_area_per_cell at 10.2 um^2
* Layout cells sized above 1 at 0.128
* Synthesized area at between 600 and 700 um^2
* Number of remaining DRC errors at 0
* ANT nets after route at 0
* Power Density at about 420 nW/um^2
* Synth flops at 12
* Hold Path Depth at 2
* Core area at 3970 um^2
* Final wirelength at 1540 um
* Die Area at approximately 7000 um^2
* Gr usage total at 0.0430
* Clock tree buffer depth at 2
* Rows at 23
* Count of library flops with an enable pin at 0
* Cell count after synthesis at 66
* Reg2reg end: gpio_o[2]$_SDFFE_PP0P_
* FFs w/ async S/R, synth at 0
* Reg2reg start: cnt[0]$_SDFFE_PP0N_
* # diodes at 0
* Pins Over Slew Limit at 0
cells in the final DEF (no fill, tap or decap):
cell,count
dfxtp_1,12
clkdlybuf4s50_1,12
inv_1,5
ha_1,5
nor3_1,4
nand3_1,4
a32o_1,4
mux2i_1,3
clkbuf_8,3
nor3_2,2
xnor2_1,2
a311oi_1,2
a41o_1,2
nand2_1,2
nor2_1,2
xor2_2,1
nand2b_1,1
nor2b_1,1
nor3b_4,1
nand3b_1,1
xor2_1,1
or2_2,1
nand2b_4,1
nand4_1,1
nor4b_1,1
nor3b_1,1
and2_2,1
o211ai_1,1
conb_1,1
sequential cells by signal, summed over array words and instances (netlist names):
name	flops
cnt	3
gpio_o	8
sclk_r	1
where the power goes:
group          switching, mW  internal (mW)  total (mW)
Combinational         0.0217         0.0177      0.0395
Sequential           0.00308          0.174       0.177
Clock                 0.0576         0.0943       0.152
worst max-delay path by stage:
stage,to,slack [ns],cells after the start
final,gpio_o[2]$_SDFFE_PP0P_,0.96,5
after global routing,gpio_o[2]$_SDFFE_PP0P_,0.74,5
after CTS,gpio_o[2]$_SDFFE_PP0P_,0.96,5
through the flow:
stage                     total power [mW]  hold slack, ns  utilization  std cells  setup WS [ns]
after floorplan                      0.205           0.424            -         66           1.23
after global routing                 0.382           0.494        0.219        128          0.742
after global placement               0.219           0.456        0.209        125          0.793
after detailed placement             0.219           0.468        0.209        125          0.786
after CTS                            0.370           0.480        0.219        128          0.960
final                                0.368           0.469        0.219        128          0.965
kinds of logic (layout without fill, tap and decap cells):
logic type | count (synthesis) | in the layout | synth area share
simple gates | 24 | 24 | 0.244
flops | 12 | 12 | 0.358
compound gates | 9 | 9 | 0.127
buf+inv | 8 | 20 | 0.0634
fa+ha+maj | 5 | 5 | 0.0933
xor+xnor | 4 | 4 | 0.0634
mux | 3 | 3 | 0.0448
other cells | 1 | 1 | 0.00559
routing by layer:
layer  wire (um)  part of all wire  GRT usage  up-vias
li1            -                 -          -      261
met1         698              0.45     0.0537      253
met2         743              0.48     0.0711       14
met3          72             0.047     0.0138        4
met4          24             0.016    0.00761        0
met5           0                 0          0        -
critical path: stages, from the launching register on:
cell and delay [ns]:
dfxtp_1 0.48, inv_1 0.16, ha_1 0.30, xnor2_1 0.37
nand3_1 0.14, a32o_1 0.27
final cells by class:
class                      instances  share of cell area
tap                               50              0.0718
sequential                        12               0.276
inverter                           5              0.0216
timing repair buffer              12               0.138
clock buffer                       3              0.0474
multi-input combinational         46               0.445
No activity file was given, so power comes from the tool's default toggle rates.
